<file path="/design/flow/constraint.sdc">
current_design fft_butterfly

set clk_period 20.2
set clk_io_pct 0.2

create_clock -name clk0 -period $clk_period

set non_clock_inputs [all_inputs -no_clocks]
set_input_delay [expr $clk_period * $clk_io_pct] -clock clk0 $non_clock_inputs
set_output_delay [expr $clk_period * $clk_io_pct] -clock clk0 [all_outputs]
</file>
<file path="/design/flow/config.mk">
export PLATFORM = sky130hd
export DESIGN_NAME = fft_butterfly
export DESIGN_NICKNAME = fft_butterfly
export VERILOG_FILES = /design/flow/design.v
export SDC_FILE = /design/flow/constraint.sdc
export NUM_CORES = 4
export LEC_CHECK = 1
export CORE_UTILIZATION = 30
</file>
<file path="/design/flow/design.v">
module fft_butterfly
	#(parameter bit_width = 16)
			(input logic signed  [2*bit_width - 1:0] twiddle,   
			 input logic signed  [2*bit_width - 1:0] a,
			 input logic signed  [2*bit_width - 1:0] b,
			 output logic signed [2*bit_width - 1:0] aout,
			 output logic signed [2*bit_width - 1:0] bout);
		logic signed [2*bit_width - 1:0] temp;
		logic signed [bit_width - 1:0] a_re, a_im, b_re, b_im, temp_re, temp_im;
		logic signed [bit_width - 1:0] aout_re, aout_im, bout_re, bout_im;
		complex_mult mult_bfu_1 (b, twiddle, temp);  
		assign a_re = a[2*bit_width-1: bit_width];
		assign a_im = a[bit_width-1: 0];
		assign b_re = b[2*bit_width-1: bit_width];
		assign b_im = b[bit_width-1: 0];
		assign temp_re = temp[2*bit_width-1: bit_width];
		assign temp_im = temp[bit_width-1: 0];
		assign aout_re = a_re + temp_re;
		assign aout_im = a_im + temp_im;
		assign bout_re = a_re - temp_re;
		assign bout_im = a_im - temp_im;
		assign aout = {aout_re, aout_im};
		assign bout = {bout_re, bout_im};
endmodule
module mult	
    #(parameter bit_width = 16)
    (	input  logic signed [bit_width - 1:0] a,
        input  logic signed [bit_width - 1:0] b,
        output logic signed [bit_width - 1:0] out);
    logic signed [2*bit_width - 1:0] mult_a_b;
    assign mult_a_b = a * b;
    assign out = mult_a_b[2*bit_width-2 : bit_width-1] + mult_a_b[bit_width-2];
endmodule
module complex_mult
	#(parameter bit_width = 16)
			(input logic signed [2*bit_width - 1:0] a,  
			 input logic signed [2*bit_width - 1:0] b, 
			 output logic signed [2*bit_width - 1:0] out);
	  logic signed [bit_width-1:0] a_re, b_re, a_im, b_im, out_re, out_im;		 
	  assign a_re = a[2*bit_width - 1:bit_width];
	  assign a_im = a[bit_width-1:0];
	  assign b_re = b[2*bit_width - 1:bit_width];
	  assign b_im = b[bit_width-1:0];
	  logic signed [bit_width-1:0] c_re_re, c_im_im, c_re_im, c_im_re;
	  mult mult_re_re (a_re, b_re, c_re_re);		 
	  mult mult_im_im (a_im, b_im, c_im_im);
	  mult mult_re_im (a_re, b_im, c_re_im);
	  mult mult_im_re (a_im, b_re, c_im_re);
	  assign out_re = (c_re_re) - (c_im_im);
	  assign out_im = (c_re_im) + (c_im_re);
	  assign out = {out_re, out_im};
endmodule
module reindex_bits
	#(parameter L = 9)  
			(input logic [L - 1:0] in,
			output logic [L - 1:0] out);
	int i;
		always_comb begin
			for (i = 0; i < L; i++)
				out[i] = in[L-1-i];
		end
endmodule
</file>
<file path="/design/flow/run.sh">
#!/bin/bash
# OpenROAD 26Q1-2900-gdf79404cd8, Yosys 0.63+post, stock flow scripts
make -C /OpenROAD-flow-scripts/flow DESIGN_CONFIG=/design/flow/config.mk WORK_HOME=/design/flow/orfs finish
</file>
==> results.py <==
# Generated from Yosys and OpenROAD reports
metrics = {
    "logic_synthesis": {
        "synth.area.top_cells": "fa_1 (50%), ha_1 (13%), inv_1 (11%)",
        "top_cell": "inv_1",
        "synthesis.instances": 4651,
        "ys_types": 62,
        "ys_top_cells_by_count": "inv_1 (1,248), fa_1 (1,029), nand2_1 (528)",
        "yosys.area.top_type": "fa_1",
        "synth_area_sq_um": 41470,
        "ys_cells": 4651,
        "avgSynthCellArea_sq_um": 8.916,
        "netlist.area_leader.share_pct": 49.67,
        "ys_chip_area_sq_um": 41470,
        "ys_seq_share_pct": 0,
        "yosys_warnings": 0,
    },
    "finish": {
        "clkbuf_count": 0,
        "drive_gt1_share_pct": 2.154,
        "area_delta_synth_final_pct": 8.937,
        "final.fill_count": 13960,
        "seq_area_sq_um": 0,
        "design.seq.count": 0,
    },
    "hold_path": {
        "hold_class": "in2out",
        "worstHoldStart": "a[0]",
        "hold_depth": 5,
    },
    "timing": {
        "finalSetupViolCount": 0,
        "final_max_slew_viol_count": 0,
        "final.min_clock_period_ps": 19050,
        "final-hold-violation-count": 0,
        "setup_tns_ps": 0,
        "max_clock_freq_mhz": 52.50,
        "worstMarginPinSlew_ps": 924.3,
        "maxSlewHeadroom_pct": 38.18,
        "whs_ps": 9117,
        "grt_setup_unrepaired": "false",
        "timing.final.crit_share_pct": 94.30,
    },
    "global_routing": {
        "grt_pass1_wl_mm": 162.2,
        "overflow": 0,
        "antenna_found_initial": 7,
        "grt_use_total_pct": 15.15,
        "grt_pass1_vias": 30970,
        "grt_max_degree": 35,
    },
    "setup_path": {
        "path_buffers": 8,
        "cpMostUsedCell": "fa_1",
        "cp.required_ps": 16160,
        "crit_type": "in2out",
        "cp-start-kind": "input pin",
        "startpoint": "twiddle[19]",
        "cp_top_family": "adder cells",
        "cp.depth": 39,
        "path_max_fanout": 17,
        "max_stage_delay_ps": 1040,
        "critPathArrivalTime_ps": 15010,
        "endpoint_kind": "output port",
        "cp_slowest_cell": "clkdlybuf4s50_1",
    },
    "detailed_routing": {
        "via_per_inst": 4.459,
        "wirelength_mm": 94.82,
        "firstDrtPassIters": 7,
        "drtIter0Drc": 882,
        "ant_nets": 0,
        "routedWlPerCell_um": 14.62,
        "vias": 28920,
        "drc": 0,
    },
    "outcome": {
        "status": "completed",
    },
    "floorplan": {
        "die_w_um": 373.8,
        "core_util_floorplan_pct": 30.20,
        "die_height_um": 373.8,
        "core-area_sq_um": 137300,
        "die_area_sq_um": 139700,
        "row_count": 136,
        "pin_count": 160,
    },
    "clocking": {
        "ctsResizeCount": 0,
        "postCtsHoldBufs": 0,
        "post_cts_buffers": 0,
    },
    "placed_design": {
        "place_congestion": 0.8909,
        "place.detailed.hpwl_mm": 80.54,
        "portBuffers": 160,
    },
    "run": {
        "warning_count": 66,
        "max-cap-violations": 0,
    },
}
[layout by cell type (no fill, tap or decap), drive strengths merged, types with 4 or more instances in the layout]
master and count:
clkdlybuf4s50 160, xnor2 143, a211oi 8, a21oi 99
a221o 4, inv 1248, nand4 11, nor3b 8
nor3 25, a21o 29, fa 1029, nor2b 16
a2111oi 11, ha 441, o21bai 26, nand2b 44
nand3 16, xor2 47, or2 6, o31a 4
nand3b 4, nor2 100, o21ai 40, buf 82
or3 12, o211ai 14, and2 455, nand2 528
o21a 21, and3 9, nor4 4
[worst min-delay path, stage by stage]
cell and delay (ps):
clkdlybuf4s50_1 430, inv_1 60, ha_1 120, inv_1 40, clkdlybuf4s50_1 380
[routing by layer]
metal	GRT usage [%]	wire [um]	part of all wire [%]
met1	21.77	41370	44
met2	23.89	44820	47
met3	4.680	7077	7.5
met4	1.732	1509	1.6
met5	0	45	0.047
[final cells by class]
cell class / instances / area [sq um] / share of cell area [%]
multi-input combinational: 3199 / 36010 / 79.72
tap: 1794 / 2245 / 4.969
antenna: 2 / 5.005 / 0.01108
inverter: 1248 / 4684 / 10.37
timing repair buffer: 242 / 2230 / 4.935
[metrics by stage]
step / util [%] / setup WS, ps / cells / cell area, sq um
after floorplan: - / 3353 / 4651 / 41470
after global placement: 32.89 / 1217 / 6483 / 45170
after detailed placement: 32.89 / 1059 / 6483 / 45170
after CTS: 32.89 / 1018 / 6483 / 45170
after global routing: 32.89 / 358.4 / 6483 / 45170
final: 32.90 / 1152 / 6485 / 45180
[path summary, 6_finish.rpt]
kind	endpoint	slack (ps)
setup / recovery	bout[15]	1150
hold / removal	aout[0]	9120
[logic make-up (layout without fill, tap and decap cells)]
logic type / count (synthesis) / after routing / synth area share (%)
xor gates and xnor gates: 191 / 191 / 4.067
buffers and inverters: 1452 / 1490 / 13.16
adders and majority gates: 1470 / 1470 / 62.98
and+or+nand+nor: 1244 / 1244 / 14.92
other: 0 / 2 / 0
AOI/OAI and AO/OA: 292 / 292 / 4.815
muxes: 2 / 2 / 0.05430

$ cat /design/flow/design.v
module fft_agu
  #(parameter bit_width=16, M=9)
   (input logic            clk,
    input logic            enable,
    input logic            reset,
    input logic            load,
    output logic           done,
    output logic           rd_sel,
    output logic           we0,
    output logic           we1,
    output logic [M-1:0] adr_A,
    output logic [M-1:0] adr_B,
    output logic [M-2:0] twiddle_adr);
   logic [M-1:0]         level = 0;
   logic [M-1:0]         index = 0;
   always_ff @(posedge clk) begin
      if (reset) begin
         level <= 0;
         index <= 0;
      end
      else if(enable === 1 & ~done) begin
         if(index < 2**(M - 1) - 1) begin
            index <= index + 1'd1;
         end else begin
            index <= 0;
            level <= level + 1'd1;
         end
      end
   end  
   assign done = (level == (M));
   fft_agu_adrcalc adrcalc(level, index, adr_A, adr_B, twiddle_adr);
   assign rd_sel = level[0];
   assign we0 =   level[0] & enable;
   assign we1 =  ~level[0] & enable;
endmodule
module fft_agu_adrcalc
  #(parameter width=16, M=9)
   (input logic  [M-1:0] level,
    input logic  [M-1:0] index,
    output logic [M-1:0] adr_A,
    output logic [M-1:0] adr_B,
    output logic [M-2:0] twiddle_adr);
   logic [M-1:0]         tempA, tempB;
   logic signed [M-1:0]  mask, sign_mask;  
   always_comb begin
      tempA = index << 1'd1;
      tempB = tempA  +  1'd1;
      adr_A  = ((tempA << level) | (tempA >> (M - level)));
      adr_B  = ((tempB << level) | (tempB >> (M - level)));
      mask        = {1'b1, {M-1{1'b0}}};
      sign_mask   = mask >>> level;
      twiddle_adr = sign_mask & index;      
   end
endmodule
module fft_control_unit 
        #(parameter bit_width = 16,
          parameter N = 512,
          parameter M = 9)
          (input  logic clk, reset,
           input  logic start, load,       
           input  logic [M-1:0] rd_adr,
           output logic done, rd_sel, we0, we1,
           output logic [M-1:0] adr0_a, adr0_b, adr1_a, adr1_b,
		   output logic [M-2:0] twiddle_adr);
   logic  enable;
   always_ff @(posedge clk) begin
		if (start) begin 
			enable <= 1;
		 end
		else if (done || reset) begin
			enable <= 0;
		end
	end
   logic [M-1:0]         adr_A, adr_B;
   logic                   we0_agu;
   fft_agu fft_agu(clk, enable, reset, load, done, rd_sel, we0_agu, we1, adr_A, adr_B, twiddle_adr);
   logic [M - 1:0]     adr_load;  
	reindex_bits reverse(rd_adr, adr_load);
   logic [M-1:0]       out_idx;
   always_ff @(posedge clk)
     if      (reset) out_idx <= 0;
     else if (done)  out_idx <= out_idx + 1'b1;
   always_comb begin
      if      (done) adr0_a = out_idx;
      else if (load) adr0_a = adr_load;
      else           adr0_a = adr_A;
      if      (done) adr1_a = out_idx;
      else           adr1_a = adr_A;
      if      (load) adr0_b = adr_load;
      else           adr0_b = adr_B;
      adr1_b = adr_B;
      we0   = load | we0_agu;
   end
endmodule 
module mult	
    #(parameter bit_width = 16)
    (	input  logic signed [bit_width - 1:0] a,
        input  logic signed [bit_width - 1:0] b,
        output logic signed [bit_width - 1:0] out);
    logic signed [2*bit_width - 1:0] mult_a_b;
    assign mult_a_b = a * b;
    assign out = mult_a_b[2*bit_width-2 : bit_width-1] + mult_a_b[bit_width-2];
endmodule
module complex_mult
	#(parameter bit_width = 16)
			(input logic signed [2*bit_width - 1:0] a,  
			 input logic signed [2*bit_width - 1:0] b, 
			 output logic signed [2*bit_width - 1:0] out);
	  logic signed [bit_width-1:0] a_re, b_re, a_im, b_im, out_re, out_im;		 
	  assign a_re = a[2*bit_width - 1:bit_width];
	  assign a_im = a[bit_width-1:0];
	  assign b_re = b[2*bit_width - 1:bit_width];
	  assign b_im = b[bit_width-1:0];
	  logic signed [bit_width-1:0] c_re_re, c_im_im, c_re_im, c_im_re;
	  mult mult_re_re (a_re, b_re, c_re_re);		 
	  mult mult_im_im (a_im, b_im, c_im_im);
	  mult mult_re_im (a_re, b_im, c_re_im);
	  mult mult_im_re (a_im, b_re, c_im_re);
	  assign out_re = (c_re_re) - (c_im_im);
	  assign out_im = (c_re_im) + (c_im_re);
	  assign out = {out_re, out_im};
endmodule
module reindex_bits
	#(parameter L = 9)  
			(input logic [L - 1:0] in,
			output logic [L - 1:0] out);
	int i;
		always_comb begin
			for (i = 0; i < L; i++)
				out[i] = in[L-1-i];
		end
endmodule
$ cat /design/flow/run.sh
#!/bin/bash
# OpenROAD 26Q1-2900-gdf79404cd8, Yosys 0.63+post, stock flow scripts
make -C /OpenROAD-flow-scripts/flow DESIGN_CONFIG=/design/flow/config.mk WORK_HOME=/design/flow/orfs finish
$ cat /design/flow/config.mk
export PLATFORM = sky130hd
export DESIGN_NAME = fft_control_unit
export DESIGN_NICKNAME = fft_control_unit
export VERILOG_FILES = /design/flow/design.v
export SDC_FILE = /design/flow/constraint.sdc
export NUM_CORES = 4
export LEC_CHECK = 1
export CORE_UTILIZATION = 30
$ cat /design/flow/constraint.sdc
current_design fft_control_unit

set clk_period 4.2
set clk_io_pct 0.2

create_clock -name clk0 -period $clk_period [get_ports {clk}]

set non_clock_inputs [all_inputs -no_clocks]
set_input_delay [expr $clk_period * $clk_io_pct] -clock clk0 $non_clock_inputs
set_output_delay [expr $clk_period * $clk_io_pct] -clock clk0 [all_outputs]
==> impl_metrics.csv <==
group,metric,value,unit
final_timing,clock_skew,7.68,ps
final_timing,worst_slew_pin_slew,936,ps
route,routed-via-count,2822,
pwr,clkPwrFrac,30.2,%
global_routing,grt_pass1_vias,2559,
setup_path,cp.required,3360,ps
clock_network,post_cts_resized,0,
final_timing,rsz0062_at_grt,"no",
place,dp_slack,491,ps
logic_synthesis,synthesis.area,2730,um^2
pwr,power_frac_seq,50.9,%
min_path,hp-start,"out_idx[8]",
place,hpwlAfterDp,6200,um
clock_network,clockRootBuffer,"clkbuf_8",
setup_path,worst-r2r-cell-count,8,
clock_network,clk_pin_slew,90,ps
pwr,p_leak,1.21,nW
cells_and_area,area_growth,25.0,%
logic_synthesis,yosysMostFrequentCell,"nor2_1",
clock_network,clock_latency,280,ps
logic_synthesis,avgSynthCellArea,7.49,um^2
place,port_buffers,60,
final_timing,setup-violations-final,0,
run,cap_violations,0,
route,dr_wl_met3,421,um
run,warning_count,26,
setup_path,path_class,"flip-flop to output pin",
setup_path,slowest_stage,"clkdlybuf4s50_1",
setup_path,reg2reg_to,"fft_agu.index[0]",
route,wl_met2,3600,um
global_routing,grt_pass1_wl,13400,um
logic_synthesis,ff_type,"dfxtp_1",
clock_network,post-cts-setup-buffers,0,
logic_synthesis,ys_top_cells_by_count,"55 x nor2_1, 33 x nand2_1, 28 x dfxtp_1",
pwr,p_per_area,162,nW/um^2
route,drtIter0Drc,235,
setup_path,crit_fanout,8,
final_timing,timing.final.ws_setup,200,ps
final_timing,final.min_clock_period,4000,ps
setup_path,critPathTopFamily,"AND-OR/OR-AND gates",
logic_synthesis,edf_count,0,
final_timing,finalCritPeriodShare,95.2,%
floorplanning,core-area,8760,um^2
clock_network,htreeDepth,1,
floorplanning,std_cell_rows,34,
logic_synthesis,top_area_share,20.6,%
cells_and_area,mi_logic_area,1970,um^2
setup_path,cpPeakStageDelay,520,ps
global_routing,grt_util_all_layers,17.5,%
clock_network,numCtsBuffers,3,
place,gp_congestion,0.960,
route,viasPerCell,5.56,
clock_network,clock-sinks,28,
outcome,status,"finished, final reports clean",
setup_path,rrSetupSlack,1710,ps
route,top_layer_used,"met4",
route,drt-met1-wl,3840,um
logic_synthesis,postSynth.asyncResetShare,0,%
global_routing,grt.overflow.total,0,
final_timing,finalMaxSlewViolations,0,
setup_path,worstSetupEndpointType,"output pin",
min_path,hold_class,"flip-flop to flip-flop",
pwr,combinationalPowerShare,18.9,%
floorplanning,fp-utilization,31.1,%
logic_synthesis,synth-seq-area-share,20.6,%
pwr,peakVddDrop,116,uV
logic_synthesis,numSynthFlops,28,
route,diodes,0,
setup_path,path_cells,"inv_1, ha_1, or3_1, and2_1, o32a_1, a221oi_1, clkdlybuf4s50_1",
route,dr.pass1.iters,4,
global_routing,grt_antenna_before_repair,0,
clock_network,cts-hold-fix-buffers,0,
setup_path,cp_num_buf_inv,2,
cells_and_area,nFillCells,884,
logic_synthesis,yosys_warnings,4,
setup_path,crit-reg2reg-launch,"fft_agu.level[1]",
route,final_antenna_net_count,0,
pwr,p_switching,0.135,mW
setup_path,crit_arrival,3160,ps
logic_synthesis,ys_cells,364,
floorplanning,dieHeight,97.3,um
cells_and_area,fin_util,38.9,%
global_routing,grt_start_max_net_pins,32,
clock_network,cts_tree,"built",
floorplanning,dieArea,9470,um^2
route,drc,0,
floorplanning,die_x,97.3,um
pwr,sw_frac_of_total,24.4,%
route,wirelength,8090,um
logic_synthesis,ys_types,63,
route,wl_per_cell,15.9,um
final_timing,relSlewSlack,37.1,%
final_timing,setup_tns,0,ps
cells_and_area,layout-drive-gt1-share,8.25,%
logic_synthesis,ys_area,2730,um^2
final_timing,hold_viol_final,0,
final_timing,max_freq,250,MHz
clock_network,clock_path_buffers,2,
min_path,hold_depth,2,
pwr,p_int,0.418,mW
logic_synthesis,netlist_instances,364,
min_path,hold_end,"out_idx[8]",
logic_synthesis,top_cells_by_area,"dfxtp_1 21%, nor2_1 7.6%, nand2_1 4.5%",
setup_path,crit_path_start_kind,"flip-flop",
cells_and_area,register_area,562,um^2
floorplanning,boundaryPins,61,
logic_synthesis,top_area_cell,"dfxtp_1",
-- through the flow --
stage | cell area [um^2] | total power [mW] | instances | hold slack [ps]
final | 3410 | 0.553 | 508 | 522
after global routing | 3410 | 0.581 | 508 | 559
after CTS | 3400 | 0.559 | 508 | 531
after detailed placement | 3340 | 0.392 | 504 | 507
after global placement | 3340 | 0.392 | 504 | 501
after floorplan | 2730 | 0.328 | 364 | 467
-- layout make-up --
| class | count | area share, % |
|---|---|---|
| Tap cell | 108 | 3.96 |
| Clock buffer | 4 | 1.62 |
| Timing Repair Buffer | 67 | 19.2 |
| Multi-Input combinational cell | 291 | 57.7 |
| Inverter | 10 | 1.10 |
| Sequential cell | 28 | 16.5 |
-- sequential cells by signal, indices dropped and copies added, names as in the netlist --
register and cells:
fft_agu.index 9, fft_agu.level 9, enable 1, out_idx 9
-- placed cells by master, fill, tap and decap left out, types with 5 or more instances in the layout --
| cell type | n |
|---|---|
| a21oi_1 | 21 |
| a221oi_1 | 6 |
| a31oi_1 | 11 |
| and2_1 | 6 |
| and3_1 | 10 |
| buf_4 | 7 |
| clkdlybuf4s50_1 | 60 |
| dfxtp_1 | 27 |
| ha_1 | 5 |
| inv_1 | 8 |
| mux2_2 | 6 |
| mux2i_1 | 7 |
| mux4_2 | 5 |
| nand2_1 | 33 |
| nand3_1 | 7 |
| nand4_1 | 7 |
| nor2_1 | 54 |
| nor2b_1 | 5 |
| nor3_1 | 9 |
| nor4_1 | 5 |
| o211ai_1 | 6 |
| xnor2_1 | 14 |
| xor2_1 | 9 |
-- layer usage --
metal | vias up | track usage, %
met5 | - | 0
met4 | 0 | 3.85
met3 | 18 | 1.83
met2 | 100 | 26.2
met1 | 1296 | 27.5
li1 | 1408 | -
-- power groups by stage --
stage	combinational (mW)	sequential, mW	clock [mW]
CTS	0.105	0.281	0.172
finish	0.104	0.281	0.167
global route	0.114	0.283	0.184
-- worst max-delay path by stage --
stage	slack, ps	start	to	cells after the start
4_1_cts	220	fft_agu.level[1]	adr0_a[8]	7
6_report	200	fft_agu.level[1]	adr0_a[8]	7
5_1_grt	40	fft_agu.level[6]	adr0_b[0]	6
-- cells by family (layout without fill, tap and decap cells) --
logic type      count (synthesis)  after routing  synth area share (%)
simple gates                  155            155                  28.0
buf+inv                        45             81                  7.62
compound gates                 90             90                  25.0
xor+xnor                       23             23                  7.39
flops                          28             28                  20.6
fa+ha+maj                       5              5                  2.29
mux                            18             18                  9.18
-- worst reg2reg max path: cells and delay by family (launching register included) --
| kind | cells | cell delay (ps) |
|---|---|---|
| adders and majority gates | 1 | 320 |
| AOI/OAI and AO/OA | 1 | 530 |
| buffers and inverters | 2 | 380 |
| and+or+nand+nor | 4 | 830 |
| DFF | 1 | 390 |
Power figures rest on the tool's default switching activity, not on a simulated workload.
